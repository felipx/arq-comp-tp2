`flow/design.v`:
```
module alu
#(
    parameter NB_REG = 32,               
    parameter NB_OP  = 6                 
) (
    output reg  [NB_REG - 1 : 0] o_out,  
    input       [NB_REG - 1 : 0] i_a  ,  
    input       [NB_REG - 1 : 0] i_b  ,  
    input       [NB_OP  - 1 : 0] i_op    
);
    always @(*) begin
        case (i_op)
            6'b000000 : o_out = i_a << i_b                                         ;   
            6'b000010 : o_out = i_a >> i_b                                         ;   
            6'b000011 : o_out = $signed(i_a) >>> i_b                               ;   
            6'b100000 : o_out = i_a + i_b                                          ;   
            6'b100010 : o_out = i_a - i_b                                          ;   
            6'b100100 : o_out = i_a & i_b                                          ;   
            6'b100101 : o_out = i_a | i_b                                          ;   
            6'b100110 : o_out = i_a ^ i_b                                          ;   
            6'b100111 : o_out = ~(i_a | i_b)                                       ;   
            6'b101010 : o_out = $signed(i_a) < $signed(i_b) ? 1'b1 : {NB_REG{1'b0}};   
            6'b101011 : o_out = (i_a < i_b) ? 1'b1 : {NB_REG{1'b0}}                ;   
            default   : o_out = {NB_REG{1'b0}}                                     ;
        endcase
    end
endmodule
```
`flow/run.sh`:
```
#!/bin/bash
# OpenROAD 26Q1-2900-gdf79404cd8, Yosys 0.63+post, stock flow scripts
make -C /OpenROAD-flow-scripts/flow DESIGN_CONFIG=/design/flow/config.mk WORK_HOME=/design/flow/orfs finish
```
`flow/config.mk`:
```
export PLATFORM = sky130hd
export DESIGN_NAME = alu
export DESIGN_NICKNAME = alu
export VERILOG_FILES = /design/flow/design.v
export SDC_FILE = /design/flow/constraint.sdc
export NUM_CORES = 4
export LEC_CHECK = 1
export CORE_UTILIZATION = 50
```
`flow/constraint.sdc`:
```
current_design alu

set clk_period 12.6
set clk_io_pct 0.2

create_clock -name clk0 -period $clk_period

set non_clock_inputs [all_inputs -no_clocks]
set_input_delay [expr $clk_period * $clk_io_pct] -clock clk0 $non_clock_inputs
set_output_delay [expr $clk_period * $clk_io_pct] -clock clk0 [all_outputs]
```
==> notes.md <==
Notes on the physical design

The final routed DRC violation total is 0. The post-synthesis average cell area is 6.85 um^2. The design internal power is 165 uW. For this design the top-level I/O count stands at 102. The critical-path maximum fanout is 14. The number of cells upsized or downsized after cts is 0. The starting density of the core is 50.9%.

The area occupied by registers is 0 um^2. The report puts the hold buffer count at CTS at 0. The wire length reported by the detailed router is 49.7 mm. The placed wire-length estimate is 38.3 mm. The end-of-flow timing check tallies setup violations at 0. The cell total in the yosys stat output is 1505.

The final standard cell count with taps included and fillers excluded is 1787. The timing report notes that buffer and inverter cells on the critical path total 3. Setup repair after global routing left no endpoint under its margin.

The routed via count is 12.8k. The area growth from synthesis to layout is 9.64%. The most used cell along the critical path is sky130_fd_sc_hd__clkdlybuf4s50_1.

The total power after layout is 430 uW. The data required time at the worst endpoint is 10.08 ns. By instance count after routing, the leading logic cell types are 148 x sky130_fd_sc_hd__nor2_1, 123 x sky130_fd_sc_hd__a21oi_1, 122 x sky130_fd_sc_hd__nand2_1. The setup TNS is 0 ns.

The via count of the first global-routing pass was 11.6k. Subtracting the final worst setup slack from the clock period gives 9.87 ns. STA reports the tightest min-delay check as being of type input port to output port. The peak clock frequency supported by timing is 101 MHz. The via count normalized by instance count is 7.14. The final-layout clock buffer total is 0. For reference, the final report shows the max-slew violation count at 0. Warnings reported by Yosys during synthesis add up to 1.

The portion of netlist area occupied by mux cells is 15.0%. The final tally of hold violations is 0. The count of flip-flops and latches is 0. Of the post-synthesis cell area, the dominant cell type holds 12.6%. The most common logic cell in the final layout is sky130_fd_sc_hd__nor2_1.

The area fraction in and, or, nand and nor cells is 21.3%. For reference, the placement row count at floorplan is 52. The script extracted a net switching power of 265 uW. The cell area reported after detailed placement is 11300 um^2.

In this run the tightest slew margin relative to its limit is 34.8%. The number of nets still failing antenna checks after routing is 0. The initial detailed-routing violation count is 1467. The number of setup buffers added after CTS is 0. The flow reported a cell area power density of 38.0 nW/um^2.

Summing every instance area after synthesis gives 10300 um^2. The number of placed instances, taps included, is 1786. The wire length per cell is 27.8 um. For the pin with the worst max-slew slack, the measured transition is 0.950 ns. Traced cell by cell, the critical path runs through clkdlybuf4s50_1, clkinv_1, ha_1, nor3b_2, o31ai_2, a31oi_2, o32ai_4, a211oi_4, a211oi_1, nor2b_1, o2bb2ai_1, o211ai_1, clkdlybuf4s50_1. The final cycle utilization of the critical path is 78.4%.

Summed over all instances, the cell type with the most area after synthesis is sky130_fd_sc_hd__ha_1. Summing the areas of all fa, ha and maj instances in the mapped netlist gives 13.0% of the synthesized area. The number of distinct library cell variants in the gate-level netlist after synthesis is 95. According to the floorplan report, the total die area is 21200 um^2. Entering global routing, the biggest net connects 60 pins. In the synthesis report, Yosys lists the chip area as 10300 um^2. The max-capacitance violation count is 0. The die is 146 um tall. STA puts the critical path data arrival time at 7.35 ns. The power report shows net switching accounting for 61.6% of the total. The number of iterations in the first detailed-routing pass is 5. In this run the horizontal extent of the chip is 146 um. The worst vdd rail ir drop is 0.0487 mV. The longest incremental delay of any stage on the critical path is reported as 0.88 ns. The fraction of synthesized cell area in xor and xnor cells is 3.57%. The final core utilization is 55.8%.

Fill cells in the final layout number 1963. Summed over all cells, the static leakage comes to 0.00453 uW. The share of final-layout standard cells stronger than drive strength 1 is 7.78%. The residual overflow from global routing is 0. The type of the worst setup path is input port to output port.

The initial antenna violation count is 3. The slowest cell on the critical path is sky130_fd_sc_hd__clkdlybuf4s50_1. In the post-synthesis netlist, the biggest area contributors are sky130_fd_sc_hd__ha_1 13%, sky130_fd_sc_hd__mux2i_1 6.6%, sky130_fd_sc_hd__mux4_2 6.3%. The run finished with clean final reports. The global-route usage over all layers is 47.0%. The placeable core area is 20200 um^2.

The cell count after synthesis came out at 1505. The portion of the post-synthesis area used by sequential elements is 0%. In this run, the synthesized area fraction spent on AND-OR/OR-AND gates is recorded as 37.8%. The nature of the critical path startpoint is an input port. The count of port buffers added during placement is 102. The worst setup path is captured at an output port. Summing over the stages, the warning tally comes to 105. In the synthesized netlist, the dominant kind of combinational cell is AND-OR/OR-AND gates. The wire length of the first global-routing pass is 73.7 mm. Broken down by cell family, the worst path's largest delay share belongs to AND-OR/OR-AND gates.

The weighted congestion reported at the end of routability-driven placement is 1.09. The final non-filler cell area is 11300 um^2.
per-layer routing:
layer	track usage, %	up-vias	part of all wire (%)
met4	22.6	6	5.9
met5	2.05	-	0.14
li1	-	5701	-
met2	71.1	915	43
met1	62.6	5966	39
met3	12.0	172	12
kinds of logic after synthesis:
logic type | after synthesis
buffers and inverters | 220
AND/OR/NAND/NOR | 457
adder cells (fa/ha/maj) | 106
XOR/XNOR | 42
AND-OR/OR-AND | 564
multiplexers | 116
tightest hold or removal path, cell delays in order:
cell and delay [ns]:
sky130_fd_sc_hd__buf_4 0.29, sky130_fd_sc_hd__nor2_1 0.20, sky130_fd_sc_hd__a31oi_1 0.10, sky130_fd_sc_hd__nand4_1 0.09
sky130_fd_sc_hd__clkdlybuf4s50_1 0.49
worst paths after layout:
| kind | start | endpoint | slack (ns) | depth (start not counted) |
|---|---|---|---|---|
| worst min-delay path | i_b[2] | o_out[3] | 6.22 | 5 |
| worst max-delay path | i_b[5] | o_out[0] | 2.73 | 13 |
final cells by class:
type / count / area, um^2 / share of cell area, %
Tap cell: 270 / 338 / 2.99
Multi-Input combinational cell: 1285 / 9350 / 82.8
Inverter: 95 / 357 / 3.16
Timing Repair Buffer: 136 / 1250 / 11.1
Antenna cell: 1 / 2.50 / 0.0222
synth_stat cells (10+ instances only):
| cell | n |
|---|---|
| sky130_fd_sc_hd__nor2b_1 | 16 |
| sky130_fd_sc_hd__nand2b_1 | 18 |
| sky130_fd_sc_hd__buf_2 | 40 |
| sky130_fd_sc_hd__a21oi_1 | 123 |
| sky130_fd_sc_hd__o22ai_1 | 23 |
| sky130_fd_sc_hd__and3_1 | 16 |
| sky130_fd_sc_hd__nor3_1 | 38 |
| sky130_fd_sc_hd__mux2_2 | 17 |
| sky130_fd_sc_hd__nand3_1 | 28 |
| sky130_fd_sc_hd__clkbuf_1 | 59 |
| sky130_fd_sc_hd__a311oi_1 | 10 |
| sky130_fd_sc_hd__ha_1 | 104 |
| sky130_fd_sc_hd__o21ai_1 | 14 |
| sky130_fd_sc_hd__mux2i_1 | 68 |
| sky130_fd_sc_hd__a21o_1 | 19 |
| sky130_fd_sc_hd__a31oi_1 | 23 |
| sky130_fd_sc_hd__nand2_1 | 122 |
| sky130_fd_sc_hd__o21a_1 | 10 |
| sky130_fd_sc_hd__o21ai_0 | 89 |
| sky130_fd_sc_hd__o21bai_1 | 22 |
| sky130_fd_sc_hd__o31ai_1 | 13 |
| sky130_fd_sc_hd__nor2_1 | 148 |
| sky130_fd_sc_hd__o221ai_1 | 17 |
| sky130_fd_sc_hd__or3_1 | 11 |
| sky130_fd_sc_hd__a221oi_1 | 14 |
| sky130_fd_sc_hd__nor4_1 | 16 |
| sky130_fd_sc_hd__a211oi_1 | 49 |
| sky130_fd_sc_hd__mux4_2 | 29 |
| sky130_fd_sc_hd__xnor2_1 | 36 |
| sky130_fd_sc_hd__inv_1 | 92 |
| sky130_fd_sc_hd__buf_4 | 10 |
| sky130_fd_sc_hd__buf_1 | 10 |
| sky130_fd_sc_hd__o211ai_1 | 13 |
| sky130_fd_sc_hd__a22oi_1 | 25 |
per-stage QoR:
| stage | setup slack [ns] | hold slack (ns) |
|---|---|---|
| after detailed placement | 2.92 | 6.19 |
| after CTS | 2.88 | 6.20 |
| after global placement | 2.92 | 6.20 |
| after global routing | 2.53 | 6.29 |
| final | 2.73 | 6.22 |
| after floorplan | 4.48 | 5.17 |
power groups by stage:
| stage | sequential, uW | combinational [uW] | clock, uW |
|---|---|---|---|
| 4_1_cts | 0 | 416 | 0 |
| 5_1_grt | 0 | 458 | 0 |
Power figures rest on the tool's default switching activity, not on a simulated workload.

==> flow/constraint.sdc <==
current_design uart_tx

set clk_period 4.3
set clk_io_pct 0.2

create_clock -name clk0 -period $clk_period [get_ports {clk}]

set non_clock_inputs [all_inputs -no_clocks]
set_input_delay [expr $clk_period * $clk_io_pct] -clock clk0 $non_clock_inputs
set_output_delay [expr $clk_period * $clk_io_pct] -clock clk0 [all_outputs]
==> flow/design.v <==
module uart_tx #(
    parameter NB_DATA   = 8,                     
    parameter NB_TCOUNT = 4                      
) (
    output wire                   o_tx      ,    
    output reg                    o_tx_done ,    
    input       [NB_DATA - 1 : 0] i_data    ,    
    input                         i_tx_start,    
    input                         i_stick   ,    
    input                         i_rst     ,    
    input                         clk            
);
    localparam NB_STATE = 4;
    localparam [NB_STATE - 1 : 0] IDLE  = 4'b0001;
    localparam [NB_STATE - 1 : 0] START = 4'b0010;
    localparam [NB_STATE - 1 : 0] DATA  = 4'b0100;
    localparam [NB_STATE - 1 : 0] STOP  = 4'b1000;
    reg [NB_STATE  - 1 : 0] state_reg;
    reg [NB_STATE  - 1 : 0] next_state;
    reg [NB_DATA   - 1 : 0] data_reg;
    reg [NB_DATA   - 1 : 0] data_next;
    reg [NB_TCOUNT - 1 : 0] tick_counter_reg;
    reg [NB_TCOUNT - 1 : 0] tick_counter_next;
    reg [NB_DATA   - 1 : 0] bit_counter_reg;
    reg [NB_DATA   - 1 : 0] bit_counter_next;
    reg                     tx_reg;
    reg                     tx_next;
    always @(posedge clk) begin
        if (i_rst) begin
            state_reg        <= IDLE;
            data_reg         <= {NB_DATA{1'b0}};
            tick_counter_reg <= {NB_TCOUNT{1'b0}};
            bit_counter_reg  <= {NB_DATA{1'b0}};
            tx_reg           <= 1'b1;
        end
        else begin
            state_reg        <= next_state;
            data_reg         <= data_next;
            tick_counter_reg <= tick_counter_next;
            bit_counter_reg  <= bit_counter_next;
            tx_reg           <= tx_next;
        end
    end
    always @(*) begin
        o_tx_done         = 1'b0;
        next_state        = state_reg;
        data_next         = data_reg;
        tick_counter_next = tick_counter_reg;
        bit_counter_next  = bit_counter_reg;
        tx_next           = tx_reg;
        case (state_reg)
            IDLE: begin
                tx_next = 1'b1;
                if (i_tx_start) begin
                    next_state        = START;
                    tick_counter_next = {NB_TCOUNT{1'b0}};
                    data_next         = i_data;
                end
            end
            START: begin
                tx_next = 1'b0;
                if (i_stick) begin
                    if (tick_counter_reg == 4'b1111) begin
                        next_state        = DATA;
                        tick_counter_next = {NB_TCOUNT{1'b0}};
                        bit_counter_next  = {NB_DATA{1'b0}};
                    end
                    else
                        tick_counter_next = tick_counter_reg + 1'b1;
                end
            end
            DATA: begin
                tx_next = data_reg[0];
                if (i_stick) begin
                    if (tick_counter_reg == 4'b1111) begin
                        tick_counter_next = {NB_TCOUNT{1'b0}};
                        data_next         = data_reg >> 1;
                        if (bit_counter_reg == 3'b111)
                            next_state = STOP;
                        else
                            bit_counter_next = bit_counter_reg + 1'b1;
                    end
                    else
                        tick_counter_next = tick_counter_reg + 1'b1;
                end
            end
            STOP: begin
                tx_next = 1'b1;
                if (i_stick) begin
                    if (tick_counter_reg == 4'b1111) begin
                        next_state = IDLE;
                        o_tx_done  = 1'b1;
                    end
                    else
                        tick_counter_next = tick_counter_reg + 1'b1;
                end
            end
            default: begin
                next_state        = IDLE;
                tx_next           = 1'b1;
                tick_counter_next = {NB_TCOUNT{1'b0}};
                bit_counter_next  = {NB_DATA{1'b0}};
            end
        endcase
    end
    assign o_tx = tx_reg;
endmodule
==> flow/run.sh <==
#!/bin/bash
# OpenROAD 26Q1-2900-gdf79404cd8, Yosys 0.63+post, stock flow scripts
make -C /OpenROAD-flow-scripts/flow DESIGN_CONFIG=/design/flow/config.mk WORK_HOME=/design/flow/orfs finish
==> flow/config.mk <==
export PLATFORM = sky130hd
export DESIGN_NAME = uart_tx
export DESIGN_NICKNAME = uart_tx
export VERILOG_FILES = /design/flow/design.v
export SDC_FILE = /design/flow/constraint.sdc
export NUM_CORES = 4
export LEC_CHECK = 1
export CORE_AREA = 10 10 93 93
export DIE_AREA = 0 0 103 103
==> run_results.csv <==
group,metric,value,unit
outcome,status,"completed",
critical_path,slowest_stage,"clkdlybuf4s50_1",
logic_synthesis,muxShareOfSynthArea,2.330,%
routing,wl_per_cell,11.76,µm
cts,cts_max_level,1,
power,power.density,287.6,nW/µm²
hold_path,worstHoldPathType,"reg -> reg",
critical_path,cpMostUsedCell,"clkdlybuf4s50_1",
sta,period_minus_slack,3.154,ns
routing,vias,1120,
logic_synthesis,edf_count,0,
critical_path,cp.depth,4,
routing,wl,2881,µm
cts,root_buffer,"clkbuf_8",
sta,max_slew_margin,64.31,%
hold_path,hold_depth,2,
logic_synthesis,ys_types,44,
floorplan,rows,30,
cts,cts_inserted_buffers,3,
critical_path,worst-setup-path-type,"in -> out",
floorplan,fp.dieW,103,µm
placement,place_area,1508,µm²
critical_path,worstPathMaxFanout,4,
power,irDropWorstVdd,0.00009226,V
logic_synthesis,simple_gate_area_share,28.45,%
routing,ant_nets,0,
logic_synthesis,compound_area_share,23.79,%
logic_synthesis,synth_cells,152,
sta,report.final.setup_viol,0,
logic_synthesis,ff_type,"dfxtp_1",
logic_synthesis,yosys_warnings,1,
cells_and_area,most-common-layout-cells,"25 x dfxtp_1, 19 x nor2_1, 13 x clkdlybuf4s50_1",
cts,post_cts_buffers,0,
power,leakage,0.5402,nW
global_route,grt-ovfl-total,0,
routing,n_antenna_cell,0,
cells_and_area,lay_top_count,"dfxtp_1",
global_route,grtUsageTotal,5.483,%
floorplan,die-area,10610,µm²
global_route,antenna_found_initial,0,
sta,worstMarginPinSlew,0.5344,ns
sta,slew_violations,0,
logic_synthesis,adder_share,1.942,%
floorplan,initCoreUtil,19.07,%
routing,initialDrtViolationCount,45,
flow_run,warnings,25,
critical_path,cp_cell_sequence,"clkdlybuf4s50_1, and4_1, and2_2, clkdlybuf4s50_1",
cells_and_area,area_delta_synth_final,20.58,%
logic_synthesis,synth_chip_area,1289,µm²
logic_synthesis,synthTopLogicFamily,"simple AND/OR/NAND/NOR gates",
floorplan,die_h,103,µm
critical_path,path_buffers,2,
cts,cts_tree,"done",
sta,hold_violations,0,
cells_and_area,fin_area,1554,µm²
routing,dr.pass1.iters,4,
sta,rsz0062_at_grt,"false",
global_route,grt_max_degree,25,
critical_path,rr_worst_depth,5,
placement,place.gp.congestion,0.8369,
sta,finalWorstSetupSlack,1.146,ns
routing,drt-vias-per-instance,4.571,
cts,cts_hold_buf,0,
cts,max-clock-path-buffers,2,
cts,worstSkewPairLatency,0.26,ns
logic_synthesis,syn_area,1289,µm²
placement,io_buffer_count,13,
cts,clock_sinks,25,
sta,clock.fmax,317.1,MHz
floorplan,ios,14,
floorplan,fp.coreArea,6756,µm²
routing,drc_errors,0,
critical_path,setup.worst_path.start_class,"input pin",
sta,finalClockPeriodUsage,73.34,%
flow_run,drv_cap,0,
logic_synthesis,async_reset_ff_share,0,%
sta,hold_ws,0.4850,ns
logic_synthesis,ys_sh_xor,2.039,%
placement,dp_hpwl,2102,µm
critical_path,critPathArrivalTime,2.29,ns
cts,cts_resized,0,
global_route,grt_pass1_vias,1046,
critical_path,crit_required,3.44,ns
critical_path,max_stage_delay,0.50,ns
logic_synthesis,postSynthSeqShare,38.83,%
global_route,grt_pass1_wl,4892,µm
sta,setup-tns-final,0,ns
cts,clkTransAtPathRegs,0.09,ns
logic_synthesis,ys_ff,25,
sta,clock_skew,0.001874,ns
critical_path,worstSetupEndpointType,"primary output",
power,p_total,446.9,µW
logic_synthesis,syn_area_per_cell,8.479,µm²
placement,dpl_worst_slack,1.125,ns
logic_synthesis,ys_cells,152,
cells_and_area,drive_gt1_share,10.30,%
critical_path,cp_top_family,"buffers and inverters",
[path summary, 6_finish.rpt]
path / startpoint / to / slack [ns]
max reg2reg: tick_counter_reg[0]$_SDFFE_PP0P_ / bit_counter_reg[7]$_SDFFE_PP0P_ / 2.32
min: data_reg[0]$_SDFFE_PP0P_ / tx_reg$_SDFF_PP1_ / 0.48
min reg2reg: data_reg[0]$_SDFFE_PP0P_ / tx_reg$_SDFF_PP1_ / 0.48
max: i_stick / o_tx_done / 1.15
[stage by stage]
step / utilization, % / instances
2_1_floorplan: - / 152
5_1_grt: 23.00 / 245
4_1_cts: 23.00 / 245
3_5_place_dp: 22.31 / 241
3_3_place_gp: 22.31 / 241
6_report: 23.00 / 245
[Yosys cell counts (2+ instances only)]
master	n	area share (%)
a21o_1	3	1.7
a21oi_1	12	4.7
a22oi_1	2	1.2
a2bb2oi_1	4	2.7
clkbuf_1	4	1.2
dfxtp_1	25	39
ha_1	2	1.9
inv_1	4	1.2
mux2i_1	3	2.3
nand2_1	7	2.0
nand2b_1	5	2.4
nand3_1	8	3.1
nand3b_1	2	1.2
nand4_1	3	1.5
nor2_1	19	5.5
nor2b_1	4	1.9
nor3_1	5	1.9
o21ai_0	3	1.2
o22ai_1	7	3.4
or2_2	2	0.97
or3_1	3	1.5
or3b_2	2	1.4
xnor2_1	2	1.4
[layout make-up]
cell class	instances	area, µm²
clock buffer	3	41.29
clock inverter	1	5.005
fill	748	5202
inverter	4	15.01
multi-input combinational	118	754.5
sequential	25	500.5
tap	80	100.1
timing repair buffer	14	137.6
[where the power goes]
group / internal, mW / leakage, nW / total (mW) / switching (mW)
combinational: 0.0313 / 0.310 / 0.0597 / 0.0284
clock: 0.0648 / 0.0255 / 0.139 / 0.0738
sequential: 0.241 / 0.204 / 0.249 / 0.00762
[cell families after synthesis]
group                      count (synthesis)
buffers and inverters                      9
and+or+nand+nor                           68
adders and majority gates                  2
AOI/OAI and AO/OA                         42
xor gates and xnor gates                   3
muxes                                      3
DFF                                       25
[worst reg2reg max path, delay by kind of cell, from the launching register on]
family | cells | cell delay, ns
and+or+nand+nor | 1 | 0.38
adders and majority gates | 1 | 0.26
DFF | 1 | 0.38
AOI/OAI and AO/OA | 3 | 0.85
[routing by layer]
layer  up-vias  global-route usage [%]  share of wire [%]
li1        586                       -                  -
met1       512                   8.128                 52
met2        20                   8.240                 44
met3         2                   1.083                3.2
met4         0                  0.7487               0.69
met5         -                       0                  0
Power figures rest on the tool's default switching activity, not on a simulated workload.

## flow/run.sh

```bash
#!/bin/bash
# OpenROAD 26Q1-2900-gdf79404cd8, Yosys 0.63+post, stock flow scripts
make -C /OpenROAD-flow-scripts/flow DESIGN_CONFIG=/design/flow/config.mk WORK_HOME=/design/flow/orfs finish
```

## flow/config.mk

```make
export PLATFORM = sky130hd
export DESIGN_NAME = fifo
export DESIGN_NICKNAME = fifo
export VERILOG_FILES = /design/flow/design.v
export SDC_FILE = /design/flow/constraint.sdc
export NUM_CORES = 4
export LEC_CHECK = 1
export CORE_UTILIZATION = 30
```

## flow/constraint.sdc

```tcl
current_design fifo

set clk_period 3.6
set clk_io_pct 0.2

create_clock -name clk0 -period $clk_period [get_ports {clk}]

set non_clock_inputs [all_inputs -no_clocks]
set_input_delay [expr $clk_period * $clk_io_pct] -clock clk0 $non_clock_inputs
set_output_delay [expr $clk_period * $clk_io_pct] -clock clk0 [all_outputs]
```

## flow/design.v

```verilog
module fifo #(
    parameter NB_DATA  = 8,                                
    parameter NB_ADDR = 4                                  
) (
    output [NB_DATA - 1 : 0] o_rdata,                      
    output                   o_empty,                      
    output                   o_full ,                      
    input                    i_rd   ,                      
    input                    i_wr   ,                      
    input  [NB_DATA - 1 : 0] i_wdata,                      
    input                    i_rst  ,                      
    input                    clk                           
);
    reg [NB_DATA - 1 : 0] reg_array [2**NB_ADDR - 1 : 0];  
    reg [NB_ADDR - 1 : 0] w_ptr_reg;
    reg [NB_ADDR - 1 : 0] w_ptr_next;
    reg [NB_ADDR - 1 : 0] r_ptr_reg; 
    reg [NB_ADDR - 1 : 0] r_ptr_next;
    reg                   full_reg;
    reg                   full_next;
    reg                   empty_reg; 
    reg                   empty_next;
    wire wr_en;
    integer ptr;
    always @(posedge clk) begin
        if (i_rst) begin
            w_ptr_reg <= {NB_ADDR{1'b0}};
            r_ptr_reg <= {NB_ADDR{1'b0}};
            full_reg  <= 1'b0           ;
            empty_reg <= 1'b1           ;
        end
        else begin
            w_ptr_reg <= w_ptr_next;
            r_ptr_reg <= r_ptr_next;
            full_reg  <= full_next ;
            empty_reg <= empty_next;
        end
    end
    always @(posedge clk) begin
        if (i_rst)
            for (ptr = 0; ptr <  2**NB_ADDR; ptr = ptr + 1)
                reg_array[ptr] <= {NB_DATA{1'b0}};              
        else
            if (wr_en)
                reg_array[w_ptr_reg] <= i_wdata;
    end
    assign o_rdata = reg_array[r_ptr_reg];
    assign wr_en = i_wr & ~full_reg;
    always @(*) begin
        w_ptr_next = w_ptr_reg;
        r_ptr_next = r_ptr_reg;
        full_next  = full_reg ;
        empty_next = empty_reg;
        case ({i_wr,i_rd})
            2'b01:  
                if (~empty_reg) begin
                    r_ptr_next = r_ptr_reg + 1'b1;
                    full_next = 1'b0;
                    if ((r_ptr_reg + 1'b1) == w_ptr_reg)
                        empty_next = 1'b1;
                end
            2'b10:  
                if (~full_reg) begin
                    w_ptr_next = w_ptr_reg + 1'b1;
                    empty_next = 1'b0;
                    if ((w_ptr_reg + 1'b1) == r_ptr_reg)
                        full_next = 1'b1;
                end
            2'b11: begin  
                w_ptr_next = w_ptr_reg + 1'b1;
                r_ptr_next = r_ptr_reg + 1'b1;
            end 
            default: begin
                w_ptr_next = w_ptr_reg;
                r_ptr_next = r_ptr_reg;
                full_next  = full_reg ;
                empty_next = empty_reg;
            end
        endcase
    end
    assign o_full  = full_reg ;
    assign o_empty = empty_reg;
endmodule
```

==> metrics.cfg <==
[flow_run]
tool_warnings=28
max-cap-violations=0

[cells_and_area]
max_ffs_per_register=128
final_cells=769
layout_overhead_on_the_synthesized_area_pct=16.7
sequential_cell_area_um2=4130
logic_area_um2=2390
nFillCells=2010
layout-drive-gt1-share_pct=17.0

[placement]
dp_hpwl_mm=9.90
place_congestion=0.831
placement.io_buffers=21
placement.setup.worst_slack_ns=0.624
numPlacedInstances=737

[synth]
enable_flop_cells=128
syn_avg_cell_area_um2=14.8
netlist_instances=452
ys_ff=142
yosys.area.top_type_share_pct=57.5
synth_async_sr_flop_share_pct=0
synthTopCellsByArea=edfxtp_1 58%, and2_1 12%, mux4_1 6.3%
ys_dominant_reg_cell=edfxtp_1
ys_cells=452
ys_chip_area_um2=6680
syn-cell-area_um2=6680
synth_cell_type_count=39
top_area_cell=edfxtp_1
synth_seq_share_pct=61.7
yosys_warnings=1

[routing]
drt_first_iter_violations=210
route.vias.total=3711
avgRoutedWirePerCell_um=19.2
detail-route-antenna-nets=0
via_per_inst=4.83
drt_first_pass_iters=5
drc_errors=0
postRouteWirelength_mm=14.8
antenna_cells=0

[clocking]
cts_resized=0
cts.htree.levels=4
clock_tree_from_tritoncts=built
post-cts-setup-buffer-count=0
cts.sinks=142
cts.hold.buffers_added=0
numCtsBuffers=17
clock_insertion_delay_worst_skew_ns=0.41
clockBufferDepth=2
clock-root-buffer=clkbuf_16
clk_slew_on_worst_s_h_paths_ns=0.06

[critical_path]
timing.setup.critical_path_class=flop to output pin
cp-end-kind=output pin
path_cells=buf_12 > mux4_2 > a22oi_1 > nand2_1 > clkdlybuf4s50_1
critPathLaunchType=flop
cp_top_family=buffers and inverters
crit_path_drt_ns=2.88
critPathMaxFanout=32
path_buffers=2
slowest_delay_ns=0.54
worst_path_max_delay_cell=mux4_2
arrival_ns=2.41

[sta]
fin_hold_ws_ns=0.544
min_period_ns=3.13
worst_slew_pin_slew_ns=0.775
final.period_utilization_pct=87.0
setup-violations-final=0
final-hold-violation-count=0
setup_repair_after_global_routing_missed_its_margin=no
relSlewSlack_pct=48.1
clock.fmax_mhz=319
maxSlewViolCount=0
setup_tns_ns=0
final.setup.worst_slack_ns=0.468
finalClockSkew_ns=0.0108

[global_routing]
wire_length_of_the_first_global_routing_pass_mm=22.7
grt.total_usage_pct=14.6
number_of_antenna_violations_at_the_first_check_in_global_routing=0
grt_max_degree=33
overflow=0
first_global_vias=3883

[status]
status=finished, final reports clean

[die]
horiz_die_dim_um=151
core_um2=21800
num_rows=54
design.portCount=22
pre_placement_core_utilization_pct=30.6
chip_area_um2=22900
fp.dieH_um=151

[hold_path]
hold_path.class=flop to flop

[pwr]
ir_worst_vdd_mv=0.290
power_density_nw_per_um2=517
leakagePower_nw=2.84

==> per-layer routing <==
layer	vias up	GRT usage [%]	routed length, µm
met4	4	1.90	164
met2	174	21.1	6630
met1	1800	19.0	5840
met5	-	5.00	116
li1	1719	-	-
met3	14	9.65	2020
==> through the flow <==
| stage | cell area, µm² | utilization [%] | total power [mW] |
|---|---|---|---|
| CTS | 7800 | 35.7 | 4.07 |
| global route | 7800 | 35.7 | 4.17 |
| global placement | 7180 | 32.9 | 2.25 |
| detailed placement | 7180 | 32.9 | 2.26 |
| floorplan | 6680 | - | 2.12 |
| finish | 7800 | 35.7 | 4.03 |
==> cell usage in the layout, fill, tap and decap left out, types with 5 or more instances in the layout <==
master / count
edfxtp_1: 128
buf_4: 8
nor3_1: 5
mux4_2: 16
nor2_1: 13
xnor2_1: 7
a22oi_1: 16
clkbuf_16: 17
ha_1: 5
and2_1: 129
clkdlybuf4s50_1: 21
or2_2: 16
xor2_1: 8
dfxtp_1: 13
mux4_1: 16
inv_1: 6
nand2_1: 10
==> synth_stat cells, drive strengths merged (2+ instances only) <==
master / instances
and2: 129
edfxtp: 128
mux4: 32
nor2: 17
a22oi: 16
or2: 16
dfxtp: 14
buf: 11
clkbuf: 11
nand2: 11
nor3: 9
xor2: 8
xnor2: 7
inv: 6
ha: 5
clkdlybuf4s25: 3
nand2b: 3
nor4: 3
o211ai: 3
o21ai: 3
mux2i: 2
nand3: 2
nand3b: 2
nand4b: 2
or3: 2
==> worst min-delay path: stages (launching register included) <==
cell	delay (ns)
dfxtp_1	0.36
a21oi_1	0.08
o21ai_0	0.07
==> kinds of logic after synthesis <==
| kind of cell | synth area share [%] |
|---|---|
| simple gates | 18.2 |
| fa+ha+maj | 0.936 |
| mux | 12.0 |
| xor+xnor | 1.97 |
| buf+inv | 2.55 |
| flops | 61.7 |
| compound gates | 2.64 |
==> area by class of cell <==
cell class                      instances  area share (%)
Clock buffer                           18            5.50
Clock inverter                         14            2.46
Inverter                                6           0.289
Multi-Input combinational cell        279            30.6
Sequential cell                       142            52.9
Tap cell                              280            4.49
Timing Repair Buffer                   30            3.72
==> power breakdown <==
group | internal (mW) | switching (mW) | leakage [nW]
clock network | 1.16 | 0.656 | 0.292
logic | 0.156 | 0.167 | 1.11
registers | 1.86 | 0.0323 | 1.44
==> path summary, 6_finish.rpt <==
path | from | to | slack (ns) | cells after the start
worst min-delay path | empty_reg | empty_reg | 0.54 | 2
worst max-delay path | flop | o_rdata[4] | 0.47 | 5
worst max register to register | w_ptr_reg[1] | reg_array[2][3] | 1.52 | 5
worst min register to register | empty_reg | empty_reg | 0.54 | 2
Power and IR drop assume default switching activity.
